==> flow/design.v <==
`timescale 1ns / 1ps
module fp_alu(
    input [31:0] add_a,
    input [31:0] add_b,
    input clk,
    input reset,
    output [31:0] sum
    );
reg [24:0] temp_mantissa;
reg [7:0] temp_exp [3:1];
reg [7:0] exp;
reg [22:0] mantissa;
reg sign [4:1];
reg [23:0] mantissa_a [2:0];
reg [23:0] mantissa_b [2:0];
reg [7:0] exp_a;
reg [7:0] exp_b;
reg sign_a;
reg sign_b;
reg [7:0] exp_diff [2:1];
reg agtb [2:1];
reg operation [2:0];
assign sum = {sign[4],exp,mantissa};
assign a_zero = ~(| add_a);
assign b_zero = ~(| add_b);
wire [30:0] a_eq_b;
assign a_eq_b = (add_a[30:0]^add_b[30:0]);
reg zero [3:0];
always @(posedge clk) begin
    if (reset == 1'b1) begin
        temp_mantissa <= 25'd0;
        temp_exp[1] <= 8'd0;
        temp_exp[2] <= 8'd0;
        temp_exp[3] <= 8'd0;
        exp <= 8'd0;
        mantissa <= 23'd0;
        sign[1] <= 1'd0;
        sign[2] <= 1'd0;
        sign[3] <= 1'd0;
        sign[4] <= 1'd0;
        mantissa_a[0] <= 24'd0;
        mantissa_b[0] <= 24'd0;
        mantissa_a[1] <= 24'd0;
        mantissa_b[1] <= 24'd0;
        mantissa_a[2] <= 24'd0;
        mantissa_b[2] <= 24'd0;
        exp_diff[1] <= 8'd0;
        exp_diff[2] <= 8'd0;
        agtb[1] <= 1'd0;
        agtb[2] <= 1'b0;
        operation[0] <= 1'b0;
        operation[1] <= 1'b0;
        operation[2] <= 1'b0;
        end
    else begin
        if (zero[3] == 1'b0) begin
        casex(temp_mantissa)
            25'b1xxxxxxxxxxxxxxxxxxxxxxxx : begin
                exp <= temp_exp[3] + 8'd1;
                mantissa <= temp_mantissa[23:1];
                end
            25'b01xxxxxxxxxxxxxxxxxxxxxxx : begin
                exp <= temp_exp[3];
                mantissa <= temp_mantissa[22:0];
                end
            25'b001xxxxxxxxxxxxxxxxxxxxxx : begin
                exp <= temp_exp[3] - 8'd1;
                mantissa <= {temp_mantissa[21:0],1'd0};
                end
            25'b0001xxxxxxxxxxxxxxxxxxxxx : begin
                exp <= temp_exp[3] - 8'd2;
                mantissa <= {temp_mantissa[20:0],2'd0};
                end
            25'b00001xxxxxxxxxxxxxxxxxxxx : begin
                exp <= temp_exp[3] - 8'd3;
                mantissa <= {temp_mantissa[19:0],3'd0};
                end
            25'b000001xxxxxxxxxxxxxxxxxxx : begin
                exp <= temp_exp[3] - 8'd4;
                mantissa <= {temp_mantissa[18:0],4'd0};
                end
            25'b0000001xxxxxxxxxxxxxxxxxx : begin
                exp <= temp_exp[3] - 8'd5;
                mantissa <= {temp_mantissa[17:0],5'd0};
                end
            25'b00000001xxxxxxxxxxxxxxxxx : begin
                exp <= temp_exp[3] - 8'd6;
					 mantissa <= {temp_mantissa[16:0],6'd0};
                end
            25'b000000001xxxxxxxxxxxxxxxx : begin
                exp <= temp_exp[3] - 8'd7;
                mantissa <= {temp_mantissa[15:0],7'd0};
                end
            25'b0000000001xxxxxxxxxxxxxxx : begin
                exp <= temp_exp[3] - 8'd8;
                mantissa <= {temp_mantissa[14:0],8'd0};
                end
            25'b00000000001xxxxxxxxxxxxxx : begin
                exp <= temp_exp[3] - 8'd9;
                mantissa <= {temp_mantissa[13:0],9'd0};
                end
            25'b000000000001xxxxxxxxxxxxx : begin
                exp <= temp_exp[3] - 8'd10;
                mantissa <= {temp_mantissa[12:0],10'd0};
                end
            25'b0000000000001xxxxxxxxxxxx : begin
                exp <= temp_exp[3] - 8'd11;
                mantissa <= {temp_mantissa[11:0],11'd0};
                end
            25'b00000000000001xxxxxxxxxxx : begin
                exp <= temp_exp[3] - 8'd12;
                mantissa <= {temp_mantissa[10:0],12'd0};
                end
            25'b000000000000001xxxxxxxxxx : begin
                exp <= temp_exp[3] - 8'd13;
                mantissa <= {temp_mantissa[9:0],13'd0};
                end
            25'b0000000000000001xxxxxxxxx : begin
                exp <= temp_exp[3] - 8'd14;
                mantissa <= {temp_mantissa[8:0],14'd0};
                end
            25'b00000000000000001xxxxxxxx : begin
                exp <= temp_exp[3] - 8'd15;
                mantissa <= {temp_mantissa[7:0],15'd0};
                end
            25'b000000000000000001xxxxxxx : begin
                exp <= temp_exp[3] - 8'd16;
                mantissa <= {temp_mantissa[6:0],16'd0};
                end
            25'b0000000000000000001xxxxxx : begin
                exp <= temp_exp[3] - 8'd17;
                mantissa <= {temp_mantissa[5:0],17'd0};
                end
            25'b00000000000000000001xxxxx : begin
                exp <= temp_exp[3] - 8'd18;
                mantissa <= {temp_mantissa[4:0],18'd0};
                end
            25'b000000000000000000001xxxx : begin
                exp <= temp_exp[3] - 8'd19;
                mantissa <= {temp_mantissa[3:0],19'd0};
                end
            25'b0000000000000000000001xxx : begin
                exp <= temp_exp[3] - 8'd20;
                mantissa <= {temp_mantissa[2:0],20'd0};
                end
            25'b00000000000000000000001xx : begin
                exp <= temp_exp[3] - 8'd21;
                mantissa <= {temp_mantissa[1:0],21'd0};
                end
            25'b000000000000000000000001x : begin
                exp <= temp_exp[3] - 8'd22;
                mantissa <= {temp_mantissa[0],22'd0};
                end
            25'b0000000000000000000000001 : begin
                exp <= temp_exp[3] - 8'd23;
                mantissa <= 23'd0;
                end
            default : begin
                exp <= 8'd0;
                mantissa <= 23'd0;
                end
            endcase
            sign[4] <= sign[3];
            end
        else begin
            sign[4] <= 1'b0;
            exp <= 8'd0;
            mantissa <= 23'd0;
            end
        if (operation[2] == 1'b1) begin
            if (agtb[2] == 1'b1) begin
                temp_mantissa <= (mantissa_a[2] - mantissa_b[2]);
                end
            else begin
                temp_mantissa <= (mantissa_b[2] - mantissa_a[2]);
                end
            end
        else begin
            temp_mantissa <= (mantissa_a[2] + mantissa_b[2]);
            end
        temp_exp[3] <= temp_exp[2];
        sign[3] <= sign[2];
        zero[3] <= zero[2];
        if (exp_diff[1] == 1'b0) begin
            mantissa_a[2] <= mantissa_a[1];
            mantissa_b[2] <= mantissa_b[1];
            end
        else begin
            if (agtb[1] == 1'b1) begin
                mantissa_a[2] <= mantissa_a[1];
                mantissa_b[2] <= (mantissa_b[1] >> exp_diff[1]);
                end
            else begin
                mantissa_a[2] <= (mantissa_a[1] >> exp_diff[1]);
                mantissa_b[2] <= mantissa_b[1];
                end
            end
        operation[2] <= operation[1];
        agtb[2] <= agtb[1];
        temp_exp[2] <= temp_exp[1];
        sign[2] <= sign[1];
        zero[2] <= zero[1];
        if (exp_a > exp_b) begin
            agtb[1]     <= 1'b1;
            exp_diff[1] <= (exp_a - exp_b);
            sign[1]     <= sign_a;
            temp_exp[1] <= exp_a;
            end
        else if (exp_a < exp_b) begin
            agtb[1]     <= 1'b0;
            exp_diff[1] <= (exp_b - exp_a);
            sign[1]     <= sign_b;
            temp_exp[1] <= exp_b;
            end
        else begin
            if (mantissa_a[0] > mantissa_b[0]) begin
                agtb[1]     <= 1'b1;
                exp_diff[1] <= (exp_b - exp_a);
                sign[1]     <= sign_a;
                temp_exp[1] <= exp_a;
                end
            else begin
                exp_diff[1] <= (exp_b - exp_a);
                agtb[1]     <= 1'b0;
                sign[1]     <= sign_b;
                temp_exp[1] <= exp_a;
                end
            end
        operation[1] <= operation[0];
        mantissa_a[1] <= mantissa_a[0];
        mantissa_b[1] <= mantissa_b[0];
        zero[1] <= zero[0];
        operation[0] <= add_a[31]^add_b[31];
        exp_a <= add_a[30:23];
        exp_b <= add_b[30:23];
        sign_a <= add_a[31];
        sign_b <= add_b[31];
        mantissa_a[0] <= {1'b1,add_a[22:0]};
        mantissa_b[0] <= {1'b1,add_b[22:0]};
        if ((add_a[31]^add_b[31]) == 1'b0) begin
            if ((a_zero == 1'b1) && (b_zero == 1'b1)) begin
                zero[0] <= 1'b1;
                end
            else begin
                zero[0] <= 1'b0;
                end
            end
        else begin
            if (a_eq_b == 32'd0) begin
                zero[0] <= 1'b1;
                end
            else begin
                zero[0] <= 1'b0;
                end
            end
        end
     end
endmodule
==> flow/run.sh <==
#!/bin/bash
# OpenROAD 26Q1-2900-gdf79404cd8, Yosys 0.63+post, stock flow scripts
make -C /OpenROAD-flow-scripts/flow DESIGN_CONFIG=/design/flow/config.mk WORK_HOME=/design/flow/orfs finish
==> flow/config.mk <==
export PLATFORM = sky130hd
export DESIGN_NAME = fp_alu
export DESIGN_NICKNAME = fp_alu
export VERILOG_FILES = /design/flow/design.v
export SDC_FILE = /design/flow/constraint.sdc
export NUM_CORES = 4
export LEC_CHECK = 1
export CORE_UTILIZATION = 50
==> flow/constraint.sdc <==
current_design fp_alu

set clk_period 13.0
set clk_io_pct 0.2

create_clock -name clk0 -period $clk_period [get_ports {clk}]

set non_clock_inputs [all_inputs -no_clocks]
set_input_delay [expr $clk_period * $clk_io_pct] -clock clk0 $non_clock_inputs
set_output_delay [expr $clk_period * $clk_io_pct] -clock clk0 [all_outputs]
==> qor.csv <==
metric,value,unit
height of the die,189,µm
CP peak stage delay,490,ps
clock power share,31.5,%
largest net degree at the start of global routing,89,
share of layout cells above drive strength 1,7.29,%
Rel. slew slack,41.9,%
LEAKAGE,7.78,nW
1st-iter DRT viols,1371,
distinct lib cells,98,
vias in the first global route,14600,
Max Cap Violations,0,
final wirelength,50200,µm
Max Slew Vio Count,0,
Critical R2R Launch,temp_mantissa[11],
Crit-path slowest cell,nor4_2,
CTS tree,built,
Pint,1.68,mW
H-Tree Depth,1,
Tot GR Track Use,28.9,%
# resized after CTS,0,
post-route ant nets,0,
worst-path cell chain,"nor4_2, nand2_1, nor2_2, o211ai_1, nand2_1, nand2_1, a211oi_1, ha_1, a21o_1, a21oi_1, o21ai_0, o41ai_1, xor2_1, mux2i_1, a41oi_1",
Die Size,0.0357,mm²
ANT cells,0,
initial antenna violation count,0,
wire length per cell,19.2,µm
OpenROAD warning count,81,
"Top FF cell, synth",dfxtp_1,
Critical Path Most Common Cell,nand2_1,
Die Width,189,µm
post-CTS setup buffer count,0,
endpoints failing hold,0,
fmax,0.232,GHz
NetSw,0.952,mW
DR vias,15600,
Core ar.,0.0345,mm²
Clock Skews,37.8,ps
Post-Synthesis Cells,2143,
Starting Density,50.8,%
clock-pin slew on the worst setup and hold paths,60,ps
PD cells,134,mW/mm²
M3 GR Usage,4.01,%
Flop pwr share,35.2,%
Register Area,0.00545,mm²
r2r endpoint,exp[7],
Crit Path Class,register to register,
IO Pins,98,
Critical Path Start,temp_mantissa[11],
placer congestion estimate,0.968,
reg2reg setup slack,8680,ps
"Max FO, Critical Path",14,
CTS root buf,clkbuf_16,
Crit path required time,13440,ps
Comb area,0.0108,mm²
GR peak layer,met1,
drc violations,0,
met2 Track Usage GR,42.8,%
result of the run,finished clean,
hold_buf cts,0,
HPWL Detailed,37900,µm
CTS Sinks,261,
"Cell Area, Placed",0.0186,mm²
Critical Path End Type,register,
crit start category,register,
Worst IR Drop VDD,0.115,mV
Logic pwr share,33.3,%
clk latency late pin,580,ps
Synth async-reset ratio,0,%
switching share of power,36.1,%
Hold Path Class,register to register,
CTS buffer count,28,
total negative slack,0,ps
mapped cell area,0.0175,mm²
via/cell ratio,5.96,
GRT overflow,0,
row count,68,
Pre-antenna DRT Iters,8,
clock buffer depth,3,
CP endpoint,exp[7],
post-layout min period,4320,ps
yosys cell count,2143,
Final period util,33.2,%
register area share after synthesis,31.1,%
number of synthesized flops with an enable pin,22,
"Avg Cell Area, Syn",8.16,µm²
worst r2r path cells,15,
PortBufs,97,
first-pass GRT wire length,79900,µm
most frequent cells in the layout,"dfxtp_1 (238), nor2_1 (213), nand2_1 (179)",
"Core Util, Final",56.9,%
worst slew pin tran,861,ps
synthesized chip area reported by yosys,0.0175,mm²
filler instances,3165,
Synth Register Bits,261,
Final Cell Area,0.0196,mm²
most used logic cell in the final layout,dfxtp_1,
met1 usage,46.0,%
area delta synth->final,12.2,%
Critical Path AT,4760,ps
RSZ-0062 raised after global routing,false,
Syn. warnings,11,
"Setup violations, final",0,
==> critical path: cells and delay by family, from the launching register on <==
family,cells,cell delay (ps)
adders and majority gates,1,310
and+or+nand+nor,5,1410
xor gates and xnor gates,1,220
DFF,1,470
AOI/OAI and AO/OA,7,1600
muxes,1,220
==> layer usage <==
layer / vias up / wire, µm
met3: 75 / 3340
met5: - / 0
met2: 587 / 22100
met1: 7265 / 23500
li1: 7689 / -
met4: 0 / 1320
==> sequential cells by signal (all words and copies together) (netlist names), 8 cells and up <==
signal	count
mantissa_b	70
temp_mantissa	25
temp_exp	24
mantissa	23
exp_diff	8
exp_b	8
exp	8
exp_a	8
mantissa_a	72
==> final cells by class <==
class,instances,area share [%]
clock buffers,31,3.84
flip-flops and latches,261,27.8
inverters,148,2.83
repair buffers,130,6.22
multi-input cells,1576,55.2
well taps,455,2.90
clock inverters,20,1.24
==> cells in the mapped netlist (30+ instances only) <==
cell type / instances / area share, %
a221oi_1: 30 / 1.5
nor4_1: 35 / 1.3
a21oi_1: 171 / 4.9
nor2_1: 213 / 4.6
mux2i_1: 40 / 2.3
inv_1: 143 / 3.1
nand2_1: 179 / 3.8
ha_1: 124 / 8.9
xor2_1: 39 / 2.0
a22oi_1: 44 / 1.9
nand3_1: 35 / 1.0
nor2b_1: 116 / 4.1
nor3_1: 55 / 1.6
dfxtp_1: 239 / 27
o21ai_0: 83 / 2.4
clkbuf_1: 110 / 2.4
==> power by group through the flow <==
| stage | sequential [mW] | clock (mW) | combinational [mW] |
|---|---|---|---|
| CTS | 0.929 | 0.851 | 0.867 |
| global route | 0.937 | 0.885 | 0.960 |
| finish | 0.929 | 0.831 | 0.877 |
==> metrics by stage <==
stage	total power, mW	worst slack [ps]	hold WS, ps	instances
6_report	2.64	8680	420	2621
4_1_cts	2.65	8770	421	2621
5_1_grt	2.78	8410	428	2621
3_5_place_dp	1.81	8680	407	2570
3_3_place_gp	1.81	8660	409	2570
2_1_floorplan	1.57	8860	400	2143
==> worst min-delay path by stage <==
| stage | startpoint | end | slack, ps | depth (start not counted) |
|---|---|---|---|---|
| 4_1_cts | zero[1] | zero[2] | 420 | 0 |
| 5_1_grt | zero[1] | zero[2] | 430 | 0 |
| 6_report | zero[1] | zero[2] | 420 | 0 |
==> cells by family (layout without fill, tap and decap cells) <==
family | count (synthesis) | after routing | synth area share, %
xor gates and xnor gates | 65 | 65 | 3.25
muxes | 72 | 72 | 5.59
adders and majority gates | 132 | 132 | 9.79
AOI/OAI and AO/OA | 561 | 561 | 22.1
and+or+nand+nor | 746 | 746 | 21.1
DFF | 261 | 261 | 31.1
buffers and inverters | 306 | 329 | 6.97
Power is estimated from default activity; no workload was simulated.
